===== config.mk =====
export PLATFORM = sky130hd
export DESIGN_NAME = washing_machine
export DESIGN_NICKNAME = washing_machine
export VERILOG_FILES = /design/flow/design.v
export SDC_FILE = /design/flow/constraint.sdc
export NUM_CORES = 4
export LEC_CHECK = 1
export CORE_AREA = 10 10 70 70
export DIE_AREA = 0 0 80 80

===== constraint.sdc =====
current_design washing_machine

set clk_period 1.8
set clk_io_pct 0.2

create_clock -name clk0 -period $clk_period [get_ports {clk}]

set non_clock_inputs [all_inputs -no_clocks]
set_input_delay [expr $clk_period * $clk_io_pct] -clock clk0 $non_clock_inputs
set_output_delay [expr $clk_period * $clk_io_pct] -clock clk0 [all_outputs]

===== design.v =====
module washing_machine(input clk, reset, start, door_close, filled_water, add_detergent, cycle, drain_water, spin, 
                      output reg done, _door_close, water_filled, _water_drain, _spin, motor_on);
  reg [2:0] state;
  reg [2:0] next_state;
  parameter s0=3'b000,  
             s1=3'b001,  
             s2=3'b010,  
             s3=3'b011,  
             s4=3'b100,  
             s5=3'b101;  
  always@(posedge clk or posedge reset)  begin 
    if(reset)  begin 
      state<=s0;
    end 
    else  begin 
      state<=next_state;
    end 
  end 
  always@(*)  begin 
    case(state)
    s0 : begin 
      if(start && door_close)  begin 
        motor_on<=0;
        _door_close<=1;
        water_filled<=0;
        _water_drain<=0;
        _spin<=0;
        motor_on<=0;
        done<=0;
        next_state<=s1;
      end 
      else   begin 
        next_state<=s0;
        motor_on<=0;
        _door_close<=0;
        water_filled<=0;
        _water_drain<=0;
        _spin<=0;
        motor_on<=0;
        done<=0;
      end 
    end 
      s1 : begin 
        if(filled_water)  begin 
          next_state<=s1;
          motor_on<=0;
          _door_close<=1;
          water_filled<=0;
          _water_drain<=0;
          _spin<=0;
          motor_on<=0;
          done<=0;
        end 
        else  begin 
          next_state<=s2;
          motor_on<=0;
          _door_close<=1;
          water_filled<=1;
          _water_drain<=0;
          _spin<=0;
          motor_on<=0;
          done<=0;
        end 
      end 
      s2 : begin 
        if(add_detergent)  begin 
          next_state<=s3;
          motor_on<=0;
          _door_close<=1;
          water_filled<=0;
          _water_drain<=0;
          _spin<=0;
          motor_on<=0;
          done<=0;
        end 
        else   begin
          next_state<=s2;
          motor_on<=0;
          _door_close<=1;
          water_filled<=0;
          _water_drain<=0;
          _spin<=0;
          motor_on<=0;
          done<=0;
        end 
      end 
      s3 : begin 
        if(cycle)  begin 
          next_state<=s4;
          motor_on<=0;
          _door_close<=1;
          water_filled<=0;
          _water_drain<=0;
          _spin<=0;
          motor_on<=0;
          done<=0;
        end 
        else begin 
          next_state<=s3;
          motor_on<=1;
          _door_close<=1;
          water_filled<=0;
          _water_drain<=0;
          _spin<=0;
          motor_on<=0;
          done<=0;
        end 
      end 
      s4 :  begin 
        if(drain_water)  begin 
          next_state<=s5;
          motor_on<=0;
          _door_close<=1;
          water_filled<=0;
          _water_drain<=0;
          _spin<=0;
          motor_on<=0;
          done<=0;
        end 
        else   begin 
          next_state<=s4;
          motor_on<=0;
          _door_close<=1;
          water_filled<=0;
          _water_drain<=1;
          _spin<=0;
          motor_on<=0;
          done<=0;
        end 
      end 
      s5 :  begin 
        if(spin)  begin 
          next_state<=s5;
          motor_on<=0;
          _door_close<=1;
          water_filled<=0;
          _water_drain<=1;
          _spin<=0;
          motor_on<=0;
          done<=0;
        end
      else  begin 
          next_state<=s0;
          motor_on<=0;
          _door_close<=1;
          water_filled<=0;
          _water_drain<=1;
          _spin<=0;
          motor_on<=0;
          done<=1;  
       end 
      end 
      default : begin 
         next_state<=s0;
         motor_on<=0;
         _door_close<=1;
         water_filled<=0;
         _water_drain<=1;
         _spin<=0;
         motor_on<=0;
         done<=0;  
      end 
    endcase 
  end 
endmodule 

===== run.sh =====
#!/bin/bash
# OpenROAD 26Q1-2900-gdf79404cd8, Yosys 0.63+post, stock flow scripts
make -C /OpenROAD-flow-scripts/flow DESIGN_CONFIG=/design/flow/config.mk WORK_HOME=/design/flow/orfs finish

==> Slide: Implementation Results <==
Key Metrics from the Run

Power
  – Peak supply drop: 0.0004212 V
  – Power density of the placed cells: 774.1 nW/um^2
  – P_leak: 0.2682 nW

Yosys
  – Synthesized area per cell: 10.54 sq um
  – Flops & latches, synth: 6
  – Number of standard cells reported by yosys: 26
  – Synthesized instance count: 26
  – Proportion of synthesized chip area in sequential cells: 55.25%
  – Number of distinct library cells after synthesis: 16
  – Synthesized cell area: 274.0 sq um
  – Synthesis warning total: 1
  – Chip area from the yosys synthesis statistics: 274.0 sq um

Setup path
  – Highest-delay cell along the critical path: sky130_fd_sc_hd__or4_1
  – Gate family responsible for the most delay along the worst path: simple AND/OR/NAND/NOR gates
  – CP Buf/Inv Count: 1
  – Largest fanout on the critical path: 2
  – Crit path capture type: output port
  – Largest incremental delay on the critical path: 0.53 ns
  – Cells along the critical path: or4_1 -> o21ai_1 -> buf_2
  – Worst endpoint data arrival time: 1.35 ns
  – Category of the most critical setup path: reg -> out
  – Required time of the worst setup path: 1.44 ns
  – Type of origin of the critical path: flop

Placed design
  – Input/output buffers: 12
  – Cell total after placement: 91
  – RD Place Congestion: 0.6884
  – Total placed instance area: 500.5 sq um
  – Detailed placement HPWL: 690.1 microns

Die
  – Horizontal extent of the die: 80 microns
  – Starting utilization of the core area: 8.022%
  – Number of top-level design ports: 15
  – Vert. Die Dim: 80 microns
  – Placeable Area: 3416 sq um
  – Core Rows: 21
  – Die ar.: 6400 sq um

Route
  – DRC Markers: 0
  – First-pass iteration count of the detailed router: 2
  – Final wirelength: 833 microns
  – # diodes: 0
  – Number of routed nets with antenna violations: 0
  – Average via count per standard cell: 2.622
  – Via total after detailed routing: 257
  – Wire length per cell after detailed routing: 8.500 microns
  – Iteration-0 DRC Markers: 3

Final timing
  – Number of hold violations in the final report: 0
  – Setup tns final: 0 ns
  – Max Slew Vio Count: 0
  – Maximum clock frequency: 583.2 MHz
  – RSZ-0062 raised after global routing: false
  – Ratio of final minimum period to clock period: 95.27%
  – Minimum period implied by the final worst setup slack: 1.715 ns
  – Clk_skew: 0.007925 ns
  – Total setup violations reported at the end of the flow: 0

Clocking
  – Number of buffers added by the clock tree synthesis step: 3
  – Reg clk slew, reported paths: 0.05 ns
  – TritonCTS clock tree: yes
  – Post-CTS Hold Fix Bufs: 0
  – CTS H-tree depth: 1
  – Clock Sinks: 6
  – Number of buffers on the longest clock path: 2
  – Clk latency late pin: 0.25 ns
  – Root buf cell: sky130_fd_sc_hd__clkbuf_4

Flow run
  – Number of maximum-capacitance violations: 0
  – Total number of warnings across the stage logs: 25

Global route
  – Total routing usage reported by global routing: 2.742%
  – Largest net degree at the start of global routing: 7
  – Wire length of the first global-routing pass: 1.304 mm
  – Initial antenna violation count: 0
  – Aggregate global routing overflow: 0
  – Vias in the first global route: 267

Final layout
  – Register bank with the most flops: state
  – Area used by sequential logic in the layout: 151.4 sq um
  – Number of standard cells in the layout, taps in and fillers out: 98
  – Final non-filler cell area: 541.8 sq um
  – Fill cells: 397
  – Ratio of cells with drive above 1 in the final layout: 36.54%
  – Top Registers: state: 6 flops
  – Number of flip-flops in the largest register: 6
  – Area of the multi-input gates: 102.6 sq um
  – Synthesis-to-layout area growth: 97.72%

Run status
  – Run status: finished, final reports clean

Worst hold path
  – Worst hold-check path type: in -> async
[cell usage after synthesis]
library cell	count	area share (%)
sky130_fd_sc_hd__nand2b_1	1	2.3
sky130_fd_sc_hd__inv_1	3	4.1
sky130_fd_sc_hd__or2b_1	1	2.7
sky130_fd_sc_hd__o21ai_1	1	1.8
sky130_fd_sc_hd__nor2b_1	2	4.6
sky130_fd_sc_hd__a21bo_2	1	3.7
sky130_fd_sc_hd__a32o_1	1	3.7
sky130_fd_sc_hd__conb_1	1	1.4
sky130_fd_sc_hd__a21o_1	1	2.7
sky130_fd_sc_hd__dfstp_2	1	9.6
sky130_fd_sc_hd__buf_4	2	5.5
sky130_fd_sc_hd__o21ai_0	1	1.8
sky130_fd_sc_hd__nand2_1	3	4.1
sky130_fd_sc_hd__dfrtp_1	5	46
sky130_fd_sc_hd__a22o_2	1	3.7
sky130_fd_sc_hd__or4_1	1	2.7
[per-layer routing]
layer  share of wire [%]  up-vias  track usage, %  routed length, microns
li1                    -      135               -                       -
met1                  53      108           3.893                     442
met2                  36       12           3.210                     296
met3                 9.6        2           2.045                      80
met4                 1.6        0          0.3521                      13
met5                   0        -               0                       0
[cell families after synthesis]
family	Yosys count	share of synthesized area, %
and+or+nand+nor	8	16.44
AOI/OAI and AO/OA	6	17.35
DFF	6	55.25
buffers and inverters	5	9.587
other	1	1.369
[final cells by class]
class / count / area share, %
sequential: 6 / 27.94
clock buffer: 4 / 4.850
inverter: 3 / 2.079
multi-input combinational: 16 / 18.94
timing repair buffer: 23 / 35.57
tap: 46 / 10.62
[final timing paths]
| path | from | to | slack [ns] | depth (start not counted) |
|---|---|---|---|---|
| min | reset | state[1] | 0.34 | 2 |
| min reg2reg | state[4] | state[4] | 0.50 | 1 |
| max reg2reg | state[3] | state[2] | 0.67 | 5 |
| min in group clk0 | state[4] | state[4] | 0.50 | 1 |
| max | state[2] | _water_drain | 0.09 | 3 |
| max in group asynchronous | reset | state[0] | 1.20 | 2 |
[where the power goes]
part | switching [mW] | internal [mW]
clock network | 0.0509 | 0.0841
logic | 0.0340 | 0.0832
registers | 0.0101 | 0.157
[what timing repair did]
item | CTS | global route
gates resized | 8 | 0
hold endpoints to repair | 0 | 0
buffers inserted | 3 | 0
pin swaps | 3 | 1
endpoints found under the setup margin | 4 | 1
[worst reg2reg max path, delay by kind of cell (launching register included)]
kind	cells	cell delay [ns]
flip-flops	1	0.37
buffers and inverters	3	0.37
AND-OR/OR-AND	1	0.14
AND/OR/NAND/NOR	1	0.13
[layout by cell type (no fill, tap or decap)]
master / n
sky130_fd_sc_hd__a21bo_2: 1
sky130_fd_sc_hd__nor2b_1: 1
sky130_fd_sc_hd__clkbuf_1: 1
sky130_fd_sc_hd__inv_1: 3
sky130_fd_sc_hd__nand2b_1: 1
sky130_fd_sc_hd__nor2b_2: 1
sky130_fd_sc_hd__or4_1: 1
sky130_fd_sc_hd__or2b_1: 1
sky130_fd_sc_hd__o21ai_1: 1
sky130_fd_sc_hd__conb_1: 2
sky130_fd_sc_hd__a21o_1: 1
sky130_fd_sc_hd__dfstp_2: 1
sky130_fd_sc_hd__clkbuf_4: 3
sky130_fd_sc_hd__nand2_1: 3
sky130_fd_sc_hd__o21ai_0: 1
sky130_fd_sc_hd__a22o_2: 1
sky130_fd_sc_hd__a32o_1: 1
sky130_fd_sc_hd__dlygate4sd2_1: 4
sky130_fd_sc_hd__buf_4: 11
sky130_fd_sc_hd__dfrtp_1: 5
sky130_fd_sc_hd__buf_2: 1
sky130_fd_sc_hd__clkdlybuf4s50_1: 7
[through the flow]
stage | util (%) | setup WS [ns] | total power [mW] | hold WS, ns
4_1_cts | 15.86 | 0.04631 | 0.4282 | 0.3427
6_report | 15.86 | 0.08519 | 0.4194 | 0.3371
2_1_floorplan | - | 0.4989 | 0.2043 | 0.1502
5_1_grt | 15.86 | 0.004932 | 0.4562 | 0.3532
3_5_place_dp | 14.65 | -0.1358 | 0.2960 | 0.4899
3_3_place_gp | 14.65 | -0.1223 | 0.2947 | 0.4850
No activity file was given, so power comes from the tool's default toggle rates.
